==> flow/design.v <==
module Control_module #(
    parameter S_AXIS_TDATA_WIDTH = 128, 
    parameter KERNEL_ENTRIES = 10, 
    parameter WEIGHT_RES = 8,
    parameter MAX_DIM = 32)
    (
    input wire clk_i, 
    input wire resetn_i, 
    input wire [S_AXIS_TDATA_WIDTH-1:0] s_axis_tdata, 
    input wire s_axis_tvalid, 
    input wire s_axis_tlast, 
    output wire s_axis_tready,
    output reg [KERNEL_ENTRIES*WEIGHT_RES-1:0] kernel,  
    output reg [$clog2(MAX_DIM)-1:0] image_dimension  
    );
    localparam KERNEL_WIDTH = KERNEL_ENTRIES*WEIGHT_RES;
    assign s_axis_tready = s_axis_tvalid;  
    always @(posedge clk_i) begin 
        if(!resetn_i) begin 
            kernel <= 'd0; 
            image_dimension <= 'd0;
        end else if (s_axis_tvalid) begin 
                if (s_axis_tdata[S_AXIS_TDATA_WIDTH-9] == 1'b0) begin
                    kernel <= s_axis_tdata[KERNEL_WIDTH-1:0];  
                end
                image_dimension <= s_axis_tdata[KERNEL_WIDTH +: $clog2(MAX_DIM)];  
            end
        end  
endmodule
==> flow/run.sh <==
#!/bin/bash
# OpenROAD 26Q1-2900-gdf79404cd8, Yosys 0.63+post, stock flow scripts
make -C /OpenROAD-flow-scripts/flow DESIGN_CONFIG=/design/flow/config.mk WORK_HOME=/design/flow/orfs finish
==> flow/config.mk <==
export PLATFORM = sky130hd
export DESIGN_NAME = Control_module
export DESIGN_NICKNAME = Control_module
export VERILOG_FILES = /design/flow/design.v
export SDC_FILE = /design/flow/constraint.sdc
export NUM_CORES = 4
export LEC_CHECK = 1
export CORE_UTILIZATION = 40
==> flow/constraint.sdc <==
current_design Control_module

set clk_period 3.5
set clk_io_pct 0.2

create_clock -name clk0 -period $clk_period [get_ports {clk_i}]

set non_clock_inputs [all_inputs -no_clocks]
set_input_delay [expr $clk_period * $clk_io_pct] -clock clk0 $non_clock_inputs
set_output_delay [expr $clk_period * $clk_io_pct] -clock clk0 [all_outputs]
==> deck_impl_summary.md <==
Flow Results at a Glance

Global route
  • Vias in the first global route: 2558
  • Total grt overflow: 0
  • GRT Overall Usage: 0.1769
  • Largest net degree at the start of global routing: 100
  • Antenna violations before repair: 0
  • First-pass GRT wire length: around 12 mm

Route
  • DRC: 0
  • Vias per Instance: 4.435
  • Routed WL: 7.843 mm
  • Initial DRC count: 84
  • Wire per inst: 12.37 µm
  • Via count: 2812
  • Ant. Diodes: 0
  • DRT Pass-1 Iters: 4
  • Final antenna-violating net count: 0

Final timing
  • Max Clock Skew: 0 ps
  • Post-route setup TNS: 0 ps
  • RSZ-0062 raised after global routing: no
  • Max-slew violation count: 0
  • Endpoints failing setup: 0
  • Final setup margin: 886.2 ps
  • Cycle use final: 0.7468
  • Minimum clock period: 2614 ps
  • Least-Margin Pin Slew: approximately 640 ps
  • Fmax: around 0.38 GHz
  • Hold Violations, Final: 0
  • Max_slew headroom: 0.5741

Synthesis
  • Yosys chip area: 3477 µm²
  • Flops after synth: 85
  • Mapped cell area: 3477 µm²
  • Synthesized area per cell: approximately 9.5 µm²
  • Synth Warn #: 1
  • Ys cells: about 370
  • Gate Count Post-Synth: about 370
  • Yosys cell types: 10
  • Post-synth seq share: 0.4894

Flow run
  • Tool warnings: slightly below 70
  • Max-cap violations: 0

Floorplanning
  • CORE AREA: 8299 µm²
  • Row count: 33
  • Chip area: about 9100 µm²
  • Fp_density: 0.4190
  • IO Pins: 218
  • Die Y: about 95 µm
  • Die Width: 95.24 µm

Clock network
  • CTS clock-pin slew for the worst setup and hold paths: 80 ps
  • Post-CTS Setup Bufs: 0
  • Root buf cell: clkbuf_8
  • Clk Latency, worst-skew pair: between 300 and 400 ps
  • Hold Buf Count CTS: 0
  • TritonCTS clock tree: built
  • CTS buffer count: 9
  • Clock sinks: 85
  • Max H-tree Level: 3
  • Resized cells post-CTS: 0
  • Max clock buf depth: 2

Pwr
  • Pwr dens: 381.6 nW/µm²
  • Leak: 0.002062 µW
  • Peak supply drop: 0.2247 mV

Finish
  • Share of cells above drive strength 1: 0.03592
  • Finished layout cell area: 5305 µm²
  • Fill count: 681
  • Area delta synth->final: 52.57%
  • Combinational Area: around 1500 µm²
  • Reg area: 1702 µm²

Worst setup path
  • CP bufs+invs: 2
  • Crit path max-delay family: buffers and inverters
  • CP peak stage delay: 680 ps
  • Critical-path cell list: clkdlybuf4s50_1 -> clkdlybuf4s50_1
  • CP required: 2800 ps
  • Worst setup path category: in2out
  • Crit path max fanout: 7
  • Slowest CP cell: clkdlybuf4s50_1
  • WP data arrival: 1910 ps
  • CP Capture Type: primary output
  • Nature of the critical path startpoint: input port
  • Most frequent CP cell: clkdlybuf4s50_1
  • R2r setup slk: 2890 ps

Worst hold path
  • Min-delay worst type: reg2reg

Placement
  • Placed Area: 5124 µm²
  • Port Buffer Count: around 170
  • DP HPWL: 5.298 mm
  • Pre-CTS setup slack: between 800 and 900 ps
  • RePlAce Congestion: 0.7743

Status
  • Outcome: completed
[power breakdown]
part / switching (µW) / internal (µW)
logic: 101 / 220
clock network: 338 / 326
registers: 23.2 / 1020
total: 462 / 1560
[layout by cell type, fill, tap and decap left out, types with 2 or more instances in the layout]
cell / synthesis / final
clkbuf_1: 10 / 2
mux2i_1: 85 / 85
dfxtp_1: 85 / 85
nand2_1: 160 / 160
clkdlybuf4s50_1: 0 / 173
buf_4: 2 / 3
buf_12: 9 / 2
nor2b_1: 5 / 5
clkinvlp_4: 0 / 2
clkbuf_8: 0 / 9
[flip-flops by register name, indices dropped and copies added, names as in the netlist]
name / cells
image_dimension: 5
kernel: 80
[stage by stage]
| stage | hold slack [ps] | std cells | util | power (µW) |
|---|---|---|---|---|
| floorplan | 420.2 | 365 | - | 1192 |
| global placement | 441.1 | 619 | 0.6174 | 1382 |
| detailed placement | 446.0 | 619 | 0.6174 | 1387 |
| CTS | 458.6 | 634 | 0.6392 | 2060 |
| global route | 471.1 | 634 | 0.6392 | 2135 |
| finish | 455.1 | 634 | 0.6392 | 2025 |
[synth_stat cells (all sizes together)]
library cell | n | area [µm²]
buf | 19 | 241.5
clkbuf | 10 | 37.54
dfxtp | 85 | 1702
mux2i | 85 | 850.8
nand2 | 160 | 600.6
nor2b | 6 | 45.04
[metal layers]
metal	global-route usage	vias to the layer above	wire [µm]
met5	0	-	0
met4	0.01136	0	63
li1	-	1478	-
met2	0.2732	112	3382
met1	0.2438	1216	3385
met3	0.08191	6	1011
[path summary, 6_finish.rpt]
check | from | end | depth (start not counted)
worst max register to register | image_dimension[3] | image_dimension[3] | 2
worst min-delay path | kernel[28] | kernel[28] | 2
worst max-delay path | s_axis_tvalid | s_axis_tready | 2
worst min register to register | kernel[28] | kernel[28] | 2
[cell type report]
cell class | count | share of cell area
clock buffer | 11 | 0.02476
clock inverter | 4 | 0.009434
multi-input combinational | 251 | 0.2821
sequential | 85 | 0.3208
tap | 105 | 0.02476
timing repair buffer | 178 | 0.3382
[logic make-up after synthesis]
family / share of synthesized area
buffers and inverters: 0.08024
AND/OR/NAND/NOR: 0.1857
flip-flops: 0.4894
multiplexers: 0.2447
Power and IR drop assume default switching activity.
