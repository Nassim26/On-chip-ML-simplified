--- flow/run.sh ---
#!/bin/bash
# OpenROAD 26Q1-2900-gdf79404cd8, Yosys 0.63+post, stock flow scripts
make -C /OpenROAD-flow-scripts/flow DESIGN_CONFIG=/design/flow/config.mk WORK_HOME=/design/flow/orfs finish
--- flow/config.mk ---
export PLATFORM = sky130hd
export DESIGN_NAME = DMA_wrapper
export DESIGN_NICKNAME = DMA_wrapper
export VERILOG_FILES = /design/flow/design.v
export SDC_FILE = /design/flow/constraint.sdc
export NUM_CORES = 4
export LEC_CHECK = 1
export CORE_UTILIZATION = 40
--- flow/constraint.sdc ---
current_design DMA_wrapper

set clk_period 72.3
set clk_io_pct 0.2

create_clock -name clk0 -period $clk_period [get_ports {clk_i}]

set non_clock_inputs [all_inputs -no_clocks]
set_input_delay [expr $clk_period * $clk_io_pct] -clock clk0 $non_clock_inputs
set_output_delay [expr $clk_period * $clk_io_pct] -clock clk0 [all_outputs]
--- flow/design.v ---
module CNN_control # (
	parameter DATA_RES = 8, 
	parameter WEIGHT_RES = 8, 
	parameter MAX_DIM = 32, 
	parameter KERNEL_WIDTH = 3,
	parameter KERNEL_SIZE = 9
) ( 
	input  clk_i, 
	input  resetn_i, 
	input wire [$clog2(MAX_DIM)-1:0] image_dimension,
	input DMA_not_ready,
	input wire [DATA_RES-1:0] pixel_i, 
	input wire data_valid_i, 
	input wire [WEIGHT_RES*(KERNEL_SIZE+1)-1:0] kernel_i,
	output wire [DATA_RES-1:0] pixel_o,
	output wire data_valid_o,
	output wire [1:0] control_state,
	output wire [19:0] acc,
	output wire [19:0] acc_comb
); 
	reg [$clog2(MAX_DIM*MAX_DIM)-1:0] total_pix_counter;  
	reg [$clog2(MAX_DIM)-1:0] row_pix_counter;   
	reg [1:0] write_state;		 
	reg [3:0] buffer_wr_en;   
	wire [KERNEL_WIDTH*DATA_RES-1:0] p_buffers [3:0];  
	reg [$clog2(MAX_DIM)-1:0] read_row_pix_counter;  
	reg [$clog2(MAX_DIM-KERNEL_WIDTH)-1:0] read_row_counter;  
	reg buffer_data_valid;                
	reg [1:0] read_state;			 
	reg [KERNEL_SIZE*DATA_RES-1:0] pixel_grid;
	reg flush_buffers;
	reg [1:0] State;
	localparam awaitBuffers = 2'b00;
	localparam doConv = 2'b01;
	localparam stallConv = 2'b10; 
	localparam imageDone = 2'b11;
	assign control_state = State;
	always @(posedge clk_i) begin  
		if (!resetn_i | flush_buffers) begin 
			total_pix_counter <= 'd0;
			row_pix_counter <= 'd0; 
		end else begin 
			if (data_valid_i) begin 
				total_pix_counter <= (total_pix_counter == image_dimension*image_dimension-1) ? 'd0 : total_pix_counter + 1;
				row_pix_counter <= (row_pix_counter == image_dimension-1) ? 'd0 : row_pix_counter + 1; 
			end 
		end 
	end 
	always @(posedge clk_i) begin  
		if (!resetn_i | flush_buffers) begin 
			read_row_pix_counter <= 'd0; 
			read_row_counter <= 'd0; 
		end else if (buffer_data_valid) begin 
			if (read_row_pix_counter == image_dimension-KERNEL_WIDTH) begin 
				read_row_pix_counter <= 'd0; 
				read_row_counter <= read_row_counter + 1; 
			end else begin 
				read_row_pix_counter <= read_row_pix_counter + 1; 
				read_row_counter <= read_row_counter;
			end 
		end 
	end 
	always @(posedge clk_i) begin 
		if (!resetn_i) begin 
			State <= awaitBuffers; 
			buffer_data_valid <= 1'b0;
			flush_buffers <= 1'b0; 
		end else begin  
			case (State) 
				awaitBuffers: begin 
					flush_buffers <= 1'b0; 
					buffer_data_valid <= 1'b0; 
					if (total_pix_counter == KERNEL_WIDTH*image_dimension-1) begin 	
						State <= doConv; 
					end else begin 
						State <= awaitBuffers;
					end 
				end 
				doConv: begin 
					flush_buffers <= 1'b0; 
					buffer_data_valid <= 1'b1;
					if (read_row_counter == (image_dimension-KERNEL_WIDTH) && read_row_pix_counter == (image_dimension-KERNEL_WIDTH-1)) begin 
						State <= imageDone; 
					end else if (read_row_pix_counter == image_dimension-KERNEL_WIDTH-1 && data_valid_i) begin 
						State <= stallConv; 
					end else begin 
						State <= doConv; 
					end  
				end 
				stallConv: begin 
					flush_buffers <= 1'b0; 
					buffer_data_valid <= 1'b0; 
					if (row_pix_counter == image_dimension-1 && data_valid_i) begin 
						State <= doConv; 
					end else begin 
						State <= stallConv;
					end 
				end 
				imageDone: begin 
					flush_buffers <= 1'b1; 
					buffer_data_valid <= 1'b0; 
					State <= awaitBuffers; 
				end 
			endcase 
		end 
	end 
	always @(posedge clk_i) begin 
		if (!resetn_i | flush_buffers) begin 
			write_state <= 'd0; 
		end else begin 
			if (row_pix_counter == image_dimension-1 && data_valid_i) begin 
				write_state <= write_state + 1;
			end 
		end 
	end 
	always @(*) begin 
		case (write_state)  
			2'd0: buffer_wr_en = 4'b0001; 
			2'd1: buffer_wr_en = 4'b0010; 
			2'd2: buffer_wr_en = 4'b0100; 
			2'd3: buffer_wr_en = 4'b1000; 
		endcase
	end 	
	always @(posedge clk_i) begin 
		if (!resetn_i | flush_buffers) begin 
			read_state <= 'd0; 
		end else if (read_row_pix_counter == image_dimension-KERNEL_WIDTH && buffer_data_valid) begin 
			read_state <= read_state + 1;
		end 
	end 
	always @(*) begin  
        case (read_state) 
            2'd0: begin 
				pixel_grid = {p_buffers[2], p_buffers[1], p_buffers[0]}; 
			end 
            2'd1: begin 
				pixel_grid = {p_buffers[3], p_buffers[2], p_buffers[1]}; 
			end 
			2'd2: begin 
				pixel_grid = {p_buffers[0], p_buffers[3], p_buffers[2]}; 
			end 
			2'd3: begin 
				pixel_grid = {p_buffers[1], p_buffers[0], p_buffers[3]}; 
			end 
		endcase
  end
	MAC # (
		.DATA_RES(DATA_RES), 
		.WEIGHT_RES(WEIGHT_RES), 
		.KERNEL_SIZE(KERNEL_SIZE), 
		.MAX_LINE_WIDTH(MAX_DIM)
	) MAC (
		.clk_i(clk_i), 
		.resetn_i(resetn_i), 
		.DMA_not_ready(DMA_not_ready),
		.pixel_grid_i(pixel_grid),
		.data_valid_i(buffer_data_valid), 
		.kernel_i(kernel_i),
		.pixel_o(pixel_o), 
		.pixel_valid_o(data_valid_o),
		.acc_o(acc),
		.acc_comb_o(acc_comb)
	); 
	generate 
		genvar i; 
		for (i = 0; i < 4; i = i + 1) begin : p
			PixelBuffer # (
				.DATA_RES(DATA_RES),
				.KERNEL_WIDTH(KERNEL_WIDTH),
				.MAX_LINE_WIDTH(MAX_DIM)
			) PixelBuffer (
				.clk_i(clk_i),
				.resetn_i(resetn_i), 
				.pixel_i(pixel_i), 
				.data_valid_i(buffer_wr_en[i] & data_valid_i), 
				.read_address(read_row_pix_counter),
				.pixels_o(p_buffers[i]),
				.image_dimension(image_dimension)
			);
		end 
	endgenerate 
endmodule 
module MAC # (
	parameter DATA_RES = 8, 
	parameter WEIGHT_RES = 8, 
	parameter KERNEL_SIZE = 9,
	parameter MAX_LINE_WIDTH = 32
) ( 
	input  clk_i, 
	input  resetn_i,
	input DMA_not_ready,  
	input wire [DATA_RES*KERNEL_SIZE-1:0] pixel_grid_i, 
	input wire data_valid_i, 
	input wire [WEIGHT_RES*(KERNEL_SIZE+1)-1:0] kernel_i, 
	output reg [DATA_RES-1:0] pixel_o, 
	output reg pixel_valid_o ,
	output wire [19:0] acc_o,
	output wire [19:0] acc_comb_o
); 
	localparam FxP_RES = 4;  
	integer i;
	reg signed [WEIGHT_RES-1:0] kernel [KERNEL_SIZE-1:0];
	reg signed [2*WEIGHT_RES-1:0] mul [KERNEL_SIZE-1:0];
	reg signed [19:0] acc_comb; 
	reg signed [19:0] acc; 
	reg mul_valid; 
	reg acc_valid; 
	assign acc_o = acc;
	assign acc_comb_o = acc_comb;
	always @(posedge clk_i) begin 
		if (!resetn_i) begin 
			for (i=0;i<9;i=i+1) begin 
				kernel[i] <= 'd0; 
			end 
		end else begin 
			for (i=0;i<9;i=i+1) begin 
				kernel[i] <= $signed(kernel_i[i*WEIGHT_RES+:WEIGHT_RES]); 
			end 
		end 
	end 
	always @(posedge clk_i) begin 
		if (!resetn_i ) begin 
			for (i=0;i<9;i=i+1) begin  
				mul[i] <= 'd0;  
			end 
			mul_valid <= 1'b0;
		end else if (!DMA_not_ready) begin 
			for (i=0;i<9;i=i+1) begin  
				mul[i] <= $signed(kernel[i])*$signed({1'b0, pixel_grid_i[i*DATA_RES+:DATA_RES]}); 
			end 
			mul_valid <= data_valid_i; 
		end 
	end 	
	always @(*) begin 
		acc_comb = 0; 
		for (i=0;i<9;i=i+1) begin 
			acc_comb = acc_comb + mul[i];
		end 
	end 
	always @(posedge clk_i) begin 
		if (!resetn_i ) begin 
			acc <= 'd0; 
			acc_valid <= 1'b0; 
		end else if (!DMA_not_ready) begin
			acc <= acc_comb >>> FxP_RES;  
			acc_valid <= mul_valid;
		end 
	end 
	always @(posedge clk_i) begin 
		if (!resetn_i) begin 
			pixel_o <= 'd0; 
			pixel_valid_o <= 1'b0; 
		end else if (!DMA_not_ready) begin 
			pixel_o <= ((acc > $signed('d255)) ? 'd255 : ((acc < $signed(0)) ? 0 : acc[DATA_RES-1:0]));  
			pixel_valid_o <= acc_valid; 
		end 
	end 
endmodule 
module PixelBuffer # (
	parameter DATA_RES = 8,
	parameter KERNEL_WIDTH = 3,
	parameter MAX_LINE_WIDTH = 32  
) (
	input  clk_i, 
	input  resetn_i, 
	input wire [DATA_RES-1:0] pixel_i, 
	input wire data_valid_i,
	input wire [4:0] read_address,
	output wire [KERNEL_WIDTH*DATA_RES-1:0] pixels_o,
	input wire [$clog2(MAX_LINE_WIDTH)-1:0] image_dimension
); 
	integer i;
	reg [DATA_RES-1:0] buffer [MAX_LINE_WIDTH-1:0]; 
	reg [$clog2(MAX_LINE_WIDTH)-1:0] write_address;  
	always @(posedge clk_i) begin 
		if (!resetn_i ) begin 
		    for(i=0;i<MAX_LINE_WIDTH;i=i+1) begin 
				buffer[i] <= 0; 
			end 
			write_address <= 'd0; 
		end else if (data_valid_i) begin 
			buffer[write_address] <= pixel_i; 
			write_address <= (write_address == image_dimension-1) ? 'd0 : write_address + 1;
		end
	end 
	assign pixels_o = {buffer[read_address], buffer[read_address+1], buffer[read_address+2]}; 	
endmodule 
module DMA_wrapper #
(
    parameter integer M_AXIS_TDATA_WIDTH	= 8,
    parameter integer S_AXIS_TDATA_WIDTH	= 8,
    parameter DATA_RES = 8,  
    parameter WEIGHT_RES = 8, 
    parameter KERNEL_WIDTH = 3, 
    parameter KERNEL_SIZE = 9,
    parameter MAX_DIM = 32
)
(
    input   clk_i,
    input   resetn_i,
    input wire [WEIGHT_RES*(KERNEL_SIZE+1)-1:0] kernel_weights,
    input wire [$clog2(MAX_DIM)-1:0] image_dimension,
    output wire  m_axis_tvalid,
    output wire [M_AXIS_TDATA_WIDTH-1 : 0] m_axis_tdata,
    output wire  m_axis_tlast,
    input wire  m_axis_tready,
    output wire  s_axis_tready,
    input wire [S_AXIS_TDATA_WIDTH-1 : 0] s_axis_tdata,
    input wire  s_axis_tlast,
    input wire  s_axis_tvalid,
    output wire [1:0] axi_state,
    output wire [1:0] control_state,
    output wire out_val,
    output wire [19:0] acc,
    output wire [19:0] acc_comb
);
  wire [M_AXIS_TDATA_WIDTH-1:0] CNN_out;  
    CNN_control # (
        .DATA_RES(DATA_RES),
        .WEIGHT_RES(WEIGHT_RES),
        .MAX_DIM(MAX_DIM),
        .KERNEL_WIDTH(KERNEL_WIDTH),
        .KERNEL_SIZE(KERNEL_SIZE)
    ) CNN (
        .clk_i(clk_i), 
        .resetn_i(resetn_i),
        .image_dimension(image_dimension), 
        .DMA_not_ready(!m_axis_tready),
        .pixel_i(s_axis_tdata),
        .data_valid_i(s_axis_tvalid & m_axis_tready), 
        .kernel_i(kernel_weights), 
        .pixel_o(CNN_out),  
        .data_valid_o(out_val),  
        .control_state(control_state),
        .acc(acc),
        .acc_comb(acc_comb)
    );
    reg [M_AXIS_TDATA_WIDTH-1:0]    tdata_reg;
    reg                             tvalid_reg;
    reg                             tlast_reg;
    reg [1:0] State;
    localparam Init = 2'b00; 
    localparam Reading = 2'b01; 
    localparam Streaming = 2'b10;
    assign axi_state = State;
    reg [9:0] nr_of_writes;
    assign s_axis_tready = m_axis_tready;   
    assign m_axis_tvalid = tvalid_reg;      
    assign m_axis_tdata  = tdata_reg;       
    assign m_axis_tlast  = tlast_reg;       
    always @(posedge clk_i) begin 
        if (!resetn_i) begin 
            State <= Init; 
            tlast_reg <= 1'b0; 
            nr_of_writes <= 'b0;
        end else begin
            case(State) 
            Init: begin 
                tlast_reg <= 1'b0; 
                nr_of_writes <= (image_dimension - KERNEL_WIDTH + 1)*(image_dimension - KERNEL_WIDTH + 1);  
                tdata_reg <= 'd0;	
                tvalid_reg <= 1'b0;
                if (s_axis_tvalid & m_axis_tready) begin 
                    State <= Reading;			
                end else begin 
                    State <= Init; 
                end 
            end 
            Reading: begin 
                tlast_reg <= 1'b0; 
                if (out_val) begin  
                    tvalid_reg <= 1'b1;
                    nr_of_writes <= nr_of_writes - 1;
                    tdata_reg <= CNN_out;
                    State <= Streaming; 
                end else begin 
                    tvalid_reg <= 1'b0;
                    nr_of_writes <= nr_of_writes;
                    tdata_reg <= 'd0;
                    State <= Reading; 
                end 
            end  
            Streaming: begin 
                if (out_val) begin
                    tvalid_reg <= 1'b1;
                    nr_of_writes <= nr_of_writes - 1; 
                    tdata_reg <= CNN_out;
                end else begin 
                    tvalid_reg <= 1'b0;
                    nr_of_writes <= nr_of_writes;
                    tdata_reg <= tdata_reg;
                end 
                if (nr_of_writes == 'd1) begin 
                    tlast_reg <= 1'b1; 
                    State <= Streaming; 
                end else if (nr_of_writes == 'd0) begin 
                    tlast_reg <= 1'b0; 
                    State <= Init;
                end else begin
                    tlast_reg <= 1'b0; 
                    State <= Streaming;
                end 
        end 
        endcase 
    end 
 end 
endmodule
==> out/metrics.json <==
{
  "crit_path_top_delay_cell": {"value": "clkdlybuf4s50_1"},
  "core.rowCount": {"value": 185},
  "maxCapViolations": {"value": 0},
  "worst_hold_path.num_cells": {"value": 2},
  "setup.worst_path.end_class": {"value": "output port"},
  "path_buffers": {"value": 2},
  "final.setup_skew": {"value": 47.84, "unit": "ps"},
  "detail_route.wl_per_cell": {"value": 26.03, "unit": "um"},
  "critical_setup_path_kind": {"value": "in -> out"},
  "route.vias.total": {"value": 67703},
  "ctsResizeCount": {"value": 0},
  "clock-root-buffer": {"value": "clkbuf_16"},
  "clock_tree.buffer_depth": {"value": 3},
  "hold_path_endpoint": {"value": "nr_of_writes[4]"},
  "cts.hold.buffers_added": {"value": 0},
  "final_critical_path_share_of_the_clock_period": {"value": 0.4148},
  "synth_async_sr_flop_share": {"value": 0},
  "initCoreUtil": {"value": 0.4030},
  "port-buffer-count": {"value": 144},
  "number_of_setup_violations_in_the_final_report": {"value": 0},
  "finalMaxSlewViolations": {"value": 0},
  "die_area": {"value": 258300, "unit": "sq um"},
  "dp_hpwl": {"value": 227100, "unit": "um"},
  "max-slew-margin-rel": {"value": 0.2266},
  "regMostFlops": {"value": "CNN.p.PixelBuffer.buffer"},
  "ys_seq_share": {"value": 0.3639},
  "worst_hold_slack": {"value": 490.5, "unit": "ps"},
  "final.setup.tns": {"value": 0, "unit": "ps"},
  "number_of_antenna_violations_at_the_first_check_in_global_routing": {"value": 19},
  "critical_path_arrival": {"value": 15530, "unit": "ps"},
  "maximum_number_of_pins_on_one_net_before_global_route_repair": {"value": 151},
  "postCtsSetupRepairBufs": {"value": 0},
  "regToRegSetupSlack": {"value": 61440, "unit": "ps"},
  "unrepaired_setup_endpoints_after_global_routing": {"value": "false"},
  "wire_length_of_the_first_global_routing_pass": {"value": 460100, "unit": "um"},
  "post_synth_num_cell_types": {"value": 83},
  "critPathTopFamily": {"value": "buffers and inverters"},
  "design_power_total": {"value": 2.405, "unit": "mW"},
  "die_x": {"value": 508.2, "unit": "um"},
  "detail_route.iter0.violations": {"value": 4430},
  "warnings": {"value": 78},
  "syn_inst": {"value": 8258},
  "max_freq": {"value": 33.34, "unit": "MHz"},
  "core_area": {"value": 254400, "unit": "sq um"},
  "reg_to_reg_critical_path_endpoint": {"value": "CNN.MAC.mul[1][14]"},
  "yosys_warns": {"value": 6},
  "cp_slowest_stage_delay": {"value": 580, "unit": "ps"},
  "hold_path.startpoint": {"value": "nr_of_writes[4]"},
  "area.growth.synth_to_final": {"value": 11.28, "unit": "%"},
  "per_instance_average_area_after_synthesis": {"value": 12.41, "unit": "sq um"},
  "die_height": {"value": 508.2, "unit": "um"},
  "reg2reg_depth": {"value": 32},
  "worst_min_delay_path_class": {"value": "reg -> reg"},
  "wl": {"value": 309000, "unit": "um"},
  "clock_tree_from_tritoncts": {"value": "built"},
  "antenna_left": {"value": 0},
  "cp-start-kind": {"value": "input pin"},
  "cp_max_fo": {"value": 59},
  "yosysCellCount": {"value": 8258},
  "grtUsageTotal": {"value": 0.2606},
  "max_reg_flops": {"value": 1024},
  "yosysChipArea": {"value": 102500, "unit": "sq um"},
  "grt_pass1_vias": {"value": 70685},
  "drive_above_1_share": {"value": 0.1951},
  "worst_skew_pair.late_latency": {"value": 840, "unit": "ps"},
  "crit-reg2reg-launch": {"value": "CNN.read_row_pix_counter[0]"},
  "worstSetupPathDepth": {"value": 2},
  "worst_setup_hold_path_clk_slew": {"value": 50, "unit": "ps"},
  "synth_area": {"value": 102500, "unit": "sq um"},
  "ir_drop": {"value": 0.00004384, "unit": "V"},
  "worst-slew-pin-transition": {"value": 1160, "unit": "ps"},
  "numClockSinks": {"value": 1347},
  "routabilityCongestion": {"value": 0.9908},
  "cts_inserted_buffers": {"value": 163},
  "crit_path_start": {"value": "m_axis_tready"},
  "post-route-min-period": {"value": 29990, "unit": "ps"},
  "synth-edff-count": {"value": 1033},
  "static-leakage-power": {"value": 43.09, "unit": "nW"},
  "dominantRegCellSynth": {"value": "edfxtp_1"},
  "congestion_overflow_gr": {"value": 0},
  "post-route-drc-count": {"value": 0},
  "cp.required": {"value": 57840, "unit": "ps"},
  "chain_of_cells_forming_the_critical_path": {"value": "buf_8 -> clkdlybuf4s50_1"},
  "reg.largest.list": {"value": "CNN.p.PixelBuffer.buffer: 1024 flops, CNN.MAC.mul: 144 flops, CNN.MAC.kernel: 72 flops"},
  "hold_viol": {"value": 0},
  "route.detailed.vias_per_inst": {"value": 5.705},
  "firstDrtPassIters": {"value": 8},
  "top_level_ports": {"value": 154},
  "ys_ff": {"value": 1347},
  "powerDensity": {"value": 21.08, "unit": "nW/um^2"},
  "htree_num_levels": {"value": 4},
  "outcome": {"value": "completed"}
}
[cell usage after synthesis (all sizes together) (40+ instances only)]
master     n  share of area
and2    1473          0.090
mux2i    162          0.016
nand3     97         0.0047
buf      176         0.0094
nor3      62         0.0030
inv      694          0.025
xnor2    144          0.012
clkbuf   362          0.013
nor2b    157         0.0096
mux2      40         0.0044
nor2     369          0.014
fa       469          0.092
xor2      86         0.0074
edfxtp  1033           0.30
nand2    291          0.011
a21oi    184         0.0090
o21ai    230          0.011
dfxtp    314          0.061
ha       469          0.057
mux4     956           0.21
[report_power, final]
| group | leakage, nW | total [mW] | switching [mW] | internal, mW |
|---|---|---|---|---|
| logic | 27.7 | 0.639 | 0.335 | 0.304 |
| clock network | 2.70 | 0.851 | 0.354 | 0.497 |
| registers | 12.7 | 0.915 | 0.0393 | 0.876 |
[layer usage]
metal,share of wire,vias to the layer above,GRT usage,wire [um]
li1,-,30049,-,-
met1,0.36,33525,0.3282,110600
met2,0.46,3481,0.3816,140700
met3,0.14,620,0.1550,43240
met4,0.044,28,0.08731,13440
met5,0.0030,-,0.02389,913
[cell families after synthesis]
logic type,after synthesis,share of synthesized area
and+or+nand+nor,2634,0.1441
adders and majority gates,938,0.1488
DFF,1347,0.3639
AOI/OAI and AO/OA,715,0.04464
buffers and inverters,1235,0.04822
muxes,1158,0.2302
xor gates and xnor gates,231,0.02002
[worst max-delay path by stage]
stage         slack (ps)            end
CTS                42320  s_axis_tready
global route       42290  s_axis_tready
finish             42310  s_axis_tready
[layout make-up]
type                    instances  area, sq um
clock inverters               107         1196
fillers                     22221       140300
diodes                          7        17.52
flip-flops and latches       1347        37330
repair buffers                474         3991
multi-input cells            5676        60370
well taps                    3366         4212
clock buffers                 194         4340
inverters                     697         2618
[placed cells by master, fill, tap and decap left out, drive strengths merged, types with 184 or more instances in the layout]
cell type  instances
nor2             369
inv              707
clkbuf           194
and2            1473
buf              341
ha               469
edfxtp          1033
nand2            291
o21ai            230
fa               469
dfxtp            314
a21oi            184
mux4             956
[through the flow]
stage / area, sq um / instances / setup slack [ps] / utilization
floorplan: 102500 / 8258 / 43280 / -
global placement: 108500 / 11560 / 42320 / 0.4266
detailed placement: 108500 / 11560 / 42330 / 0.4266
CTS: 114100 / 11861 / 42320 / 0.4484
global route: 114100 / 11865 / 42290 / 0.4484
finish: 114100 / 11868 / 42310 / 0.4484
Power is estimated from default activity; no workload was simulated.
